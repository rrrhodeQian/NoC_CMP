**./config.mk**
```make
export PLATFORM = sky130hd
export DESIGN_NAME = register_file
export DESIGN_NICKNAME = register_file
export VERILOG_FILES = /design/flow/design.v
export SDC_FILE = /design/flow/constraint.sdc
export NUM_CORES = 4
export LEC_CHECK = 1
export CORE_UTILIZATION = 50
```
**./constraint.sdc**
```tcl
current_design register_file

set clk_period 8.9
set clk_io_pct 0.2

create_clock -name clk0 -period $clk_period [get_ports {clk}]

set non_clock_inputs [all_inputs -no_clocks]
set_input_delay [expr $clk_period * $clk_io_pct] -clock clk0 $non_clock_inputs
set_output_delay [expr $clk_period * $clk_io_pct] -clock clk0 [all_outputs]
```
**./design.v**
```verilog
module register_file (
    clk, reset, wen, data_in, PPP_sel, wr_addr, data_out_0, data_out_1, rd_addr_0, rd_addr_1
);
    parameter DATA_WIDTH = 64;
    parameter ADDR_WIDTH = 5;
    parameter DEPTH = 32; 
    input clk, reset;
    input wen; 
    input [0:2] PPP_sel; 
    input [0:ADDR_WIDTH-1] wr_addr; 
    input [0:DATA_WIDTH-1] data_in; 
    input [0:ADDR_WIDTH-1] rd_addr_0, rd_addr_1; 
    output reg [0:DATA_WIDTH-1] data_out_0, data_out_1; 
    reg [0:DATA_WIDTH-1] mem_array [DEPTH-1:0]; 
    genvar i;
    localparam  mode_a = 3'b000, 
                mode_u = 3'b001, 
                mode_d = 3'b010, 
                mode_e = 3'b011, 
                mode_o = 3'b100; 
    always @(*) begin
        if (wen) begin
            if (wr_addr == rd_addr_0 && wr_addr != 5'b0) begin
                case (PPP_sel)
                    mode_a: data_out_0 = data_in;
                    mode_u: data_out_0[0:31] = data_in[0:31];
                    mode_d: data_out_0[32:63] = data_in[32:63];
                    mode_e: begin
                        data_out_0[0:7] = data_in[0:7];
                        data_out_0[16:23] = data_in[16:23];
                        data_out_0[32:39] = data_in[32:39];
                        data_out_0[48:55] = data_in[48:55];
                    end
                    mode_o: begin
                        data_out_0[8:15] = data_in[8:15];
                        data_out_0[24:31] = data_in[24:31];
                        data_out_0[40:47] = data_in[40:47];
                        data_out_0[56:63] = data_in[56:63];
                    end
                    default: data_out_0 = 'b0; 
                endcase
            end
            else
                data_out_0 = mem_array[rd_addr_0]; 
            if (wr_addr == rd_addr_1 && wr_addr != 5'b0) begin
                case (PPP_sel)
                    mode_a: data_out_1 = data_in;
                    mode_u: data_out_1[0:31] = data_in[0:31];
                    mode_d: data_out_1[32:63] = data_in[32:63];
                    mode_e: begin
                        data_out_1[0:7] = data_in[0:7];
                        data_out_1[16:23] = data_in[16:23];
                        data_out_1[32:39] = data_in[32:39];
                        data_out_1[48:55] = data_in[48:55];
                    end
                    mode_o: begin
                        data_out_1[8:15] = data_in[8:15];
                        data_out_1[24:31] = data_in[24:31];
                        data_out_1[40:47] = data_in[40:47];
                        data_out_1[56:63] = data_in[56:63];
                    end
                    default: data_out_1 = 'b0;
                endcase
            end
            else
                data_out_1 = mem_array[rd_addr_1];
        end
        else begin
            data_out_0 = mem_array[rd_addr_0];
            data_out_1 = mem_array[rd_addr_1];
        end
    end
    generate
        for (i = 0; i < DEPTH; i = i + 1) begin : INIT_LOOP
            always @(posedge clk) begin
                if (reset) begin
                    mem_array[i] <= 'b0;
                end
            end
        end
    endgenerate
    always @(posedge clk) begin
        mem_array[0] <= 'b0; 
        if (wen && (wr_addr != 5'b0)) begin
            case (PPP_sel)
                mode_a: mem_array[wr_addr] <= data_in;
                mode_u: mem_array[wr_addr][0:31] <= data_in[0:31];
                mode_d: mem_array[wr_addr][32:63] <= data_in[32:63];
                mode_e: begin
                    mem_array[wr_addr][0:7] <= data_in[0:7];
                    mem_array[wr_addr][16:23] <= data_in[16:23];
                    mem_array[wr_addr][32:39] <= data_in[32:39];
                    mem_array[wr_addr][48:55] <= data_in[48:55];
                end
                mode_o: begin
                    mem_array[wr_addr][8:15] <= data_in[8:15];
                    mem_array[wr_addr][24:31] <= data_in[24:31];
                    mem_array[wr_addr][40:47] <= data_in[40:47];
                    mem_array[wr_addr][56:63] <= data_in[56:63];
                end
                default: mem_array[wr_addr] <= mem_array[wr_addr];
            endcase
        end
    end
endmodule
```
**./run.sh**
```bash
#!/bin/bash
# OpenROAD 26Q1-2900-gdf79404cd8, Yosys 0.63+post, stock flow scripts
make -C /OpenROAD-flow-scripts/flow DESIGN_CONFIG=/design/flow/config.mk WORK_HOME=/design/flow/orfs finish
```
==> impl_metrics.json <==
{
  "path_max_fanout": 17,
  "route.vias.total": 75659,
  "placed_cell_area_mm2": 0.116,
  "max_freq_mhz": 172,
  "path_category_of_the_worst_min_delay_check": "in2reg",
  "ys_area_mm2": 0.110,
  "wire_length_of_the_first_global_routing_pass_um": 587000,
  "yosysTopAreaCellShare": 0.541,
  "maxCapViolCount": 1,
  "fill_cells": 16847,
  "cts_setup_buffers": 0,
  "grt_antenna_before_repair": 29,
  "detail-route-antenna-nets": 0,
  "vdd_drop_max_mv": 0.199,
  "initial_utilization": 0.505,
  "cell_internal_pwr_mw": 17.3,
  "routedWlPerCell_um": 36.6,
  "grt-ovfl-total": 0,
  "dp_hpwl_um": 278000,
  "port_buffers": 212,
  "unclocked_regs": 128,
  "die_h_um": 471,
  "final-comb-area_mm2": 0.0443,
  "violated_checks": "capacitance limit, slew limit",
  "yosys-top-cells-count": "sky130_fd_sc_hd__edfxtp_1, sky130_fd_sc_hd__nor2_1, sky130_fd_sc_hd__mux4_2",
  "tritoncts.num_buffers": 219,
  "area.sequential_mm2": 0.0628,
  "worstSetupEndpoint": "mem_array[1][33]$_SDFFCE_PN0P_",
  "power_switching_share": 0.268,
  "crit_path_end_kind": "flop",
  "synth.area.top_cells": "sky130_fd_sc_hd__edfxtp_1, sky130_fd_sc_hd__mux4_2, sky130_fd_sc_hd__nor2_1",
  "coreArea_mm2": 0.218,
  "final-max-slew-violation-count": 5,
  "untimed_endpoints": 256,
  "stage_log_warnings": 26,
  "hold_buffers": 0,
  "cp_data_arrival_time_ns": 6.29,
  "cts_buffer_depth": 3,
  "cts_resized": 0,
  "hold-path-cell-count": 2,
  "die_width_um": 471,
  "final-hold-violation-count": 0,
  "globalRouteTotalUtil": 0.420,
  "floorplan.die_area_mm2": 0.222,
  "p_comb_frac": 0.141,
  "htreeDepth": 4,
  "fp-row-count": 171,
  "numSynthFlops": 2176,
  "enable_flop_cells": 1984,
  "netlist_area_mm2": 0.110,
  "grt_max_degree": 96,
  "power.density_mw_per_mm2": 192,
  "cts-root-buf": "sky130_fd_sc_hd__clkbuf_16",
  "synth-main-ff-cell": "sky130_fd_sc_hd__edfxtp_1",
  "clk_pin_slew_ns": 0.06,
  "clockPowerShare": 0.377,
  "drt-pass1-iter-count": 6,
  "status": "finished, violations left",
  "via_count_of_the_first_global_routing_pass": 78438,
  "timing.max_slew.rel_slack": -0.0560,
  "post-route-cell-area_mm2": 0.123,
  "tns_setup_ns": 0,
  "post-synth-top-area-cell": "sky130_fd_sc_hd__edfxtp_1",
  "synth.yosys.num_cells": 8231,
  "switching_power_mw": 6.32,
  "average_cell_area_after_synthesis_um2": 13.4,
  "count_of_routing_violations_after_the_opening_detailed_route_iteration": 6077,
  "number_of_distinct_library_cell_variants_in_the_gate_level_netlist_after_synthesis": 61,
  "postRouteWirelength_um": 418000,
  "setup.worst_path.start": "wr_addr[2]",
  "io_pins": 213,
  "path_class": "in2reg",
  "tightestPinTransition_ns": 1.58,
  "finalClockPeriodUsage": 0.652,
  "yosysWarnings": 1,
  "drcViolationCount": 0,
  "critPathRequiredTime_ns": 9.39,
  "setup_viol_count_final": 0,
  "finalWeightedCongestion": 1.01,
  "syn_to_final_growth_pct": 11.7,
  "shortest_period_the_worst_path_allows_ns": 5.80,
  "drt-vias-per-instance": 6.63,
  "hold-worst-slack_ns": 1.48,
  "setup.worst_path.start_class": "input port",
  "unrepaired_setup_endpoints_after_global_routing": "false",
  "synthArstFlopShare": 0,
  "tritoncts": "done",
  "seq_power_share": 0.482,
  "cell_count_after_synthesis": 8231,
  "layout-drive-gt1-share": 0.216,
  "static_leakage_nw": 42.5,
  "synth_top_cell_by_count": "sky130_fd_sc_hd__edfxtp_1"
}
cells by family (layout without fill, tap and decap cells):
logic type      Yosys count  after routing  share of synthesized area
simple gates           2966           2966                      0.114
flops                  2048           2048                      0.553
mux                    1491           1491                      0.226
buf+inv                 813           1054                     0.0358
compound gates          773            773                     0.0532
latches                 128            128                     0.0174
xor+xnor                 11             11                   0.000875
other cells               1             88                  0.0000341
sequential cells by signal, indices dropped and copies added (netlist names):
signal,cells
data_out_0,64
data_out_1,64
mem_array,2048
routing by layer:
metal | share of wire | track usage | vias to the layer above | routed length, um
met4 | 0.068 | 0.218 | 56 | 28400
met1 | 0.31 | 0.519 | 37424 | 129000
met5 | 0.0046 | 0.0662 | - | 1920
li1 | - | - | 31455 | -
met3 | 0.19 | 0.321 | 976 | 79700
met2 | 0.43 | 0.548 | 5748 | 179000
stage by stage:
step	setup WS, ns	power (mW)	instances	util
floorplan	5.06	13.4	8294	-
global placement	2.48	14.8	10977	0.532
detailed placement	2.45	14.8	10977	0.532
CTS	3.35	23.6	11389	0.564
global route	3.23	24.2	11408	0.564
finish	3.10	23.6	11413	0.564
how the worst min path moves through the flow:
stage         startpoint                               to  slack [ns]
finish             reset  mem_array[13][50]$_SDFFCE_PN0P_        1.48
global route       reset  mem_array[13][50]$_SDFFCE_PN0P_        1.48
CTS                reset  mem_array[13][50]$_SDFFCE_PN0P_        1.42
worst max-delay path, stage by stage:
cell and delay (ns):
sky130_fd_sc_hd__clkdlybuf4s50_1 0.63, sky130_fd_sc_hd__or3_1 0.53, sky130_fd_sc_hd__nor2_1 1.00, sky130_fd_sc_hd__nand2_1 1.01, sky130_fd_sc_hd__nand2b_1 1.29
layout by cell type, fill, tap and decap left out, types with 5 or more instances in the layout:
cell,count
sky130_fd_sc_hd__a221o_1,89
sky130_fd_sc_hd__nand3_1,80
sky130_fd_sc_hd__a21oi_1,158
sky130_fd_sc_hd__and3_1,47
sky130_fd_sc_hd__mux2_2,104
sky130_fd_sc_hd__buf_4,422
sky130_fd_sc_hd__clkinv_1,44
sky130_fd_sc_hd__mux4_2,782
sky130_fd_sc_hd__inv_6,6
sky130_fd_sc_hd__bufinv_16,10
sky130_fd_sc_hd__a21o_1,21
sky130_fd_sc_hd__a211o_1,44
sky130_fd_sc_hd__mux2i_1,565
sky130_fd_sc_hd__nor2b_1,65
sky130_fd_sc_hd__dlxtn_1,128
sky130_fd_sc_hd__nor2_2,154
sky130_fd_sc_hd__o221ai_1,78
sky130_fd_sc_hd__nand2_1,355
sky130_fd_sc_hd__and2_1,6
sky130_fd_sc_hd__clkbuf_1,72
sky130_fd_sc_hd__o21ai_0,46
sky130_fd_sc_hd__o22ai_1,51
sky130_fd_sc_hd__mux2i_4,40
sky130_fd_sc_hd__a21o_2,5
sky130_fd_sc_hd__edfxtp_1,1984
sky130_fd_sc_hd__nor2_1,1924
sky130_fd_sc_hd__clkinv_2,34
sky130_fd_sc_hd__clkbuf_8,16
sky130_fd_sc_hd__clkdlybuf4s50_1,203
sky130_fd_sc_hd__dfxtp_1,64
sky130_fd_sc_hd__xnor2_1,8
sky130_fd_sc_hd__nor3_1,140
sky130_fd_sc_hd__diode_2,24
sky130_fd_sc_hd__buf_8,6
sky130_fd_sc_hd__nand2b_1,165
sky130_fd_sc_hd__a211oi_1,128
sky130_fd_sc_hd__conb_1,64
sky130_fd_sc_hd__clkbuf_16,222
sky130_fd_sc_hd__a221oi_1,135
power groups by stage:
| stage | Sequential, mW | Combinational, mW | Clock, mW |
|---|---|---|---|
| CTS | 11.4 | 3.24 | 8.98 |
| global route | 11.4 | 3.44 | 9.32 |
| finish | 11.4 | 3.33 | 8.92 |
final cells by class:
cell class,instances,area share
diodes,24,0.000488
clock buffers,310,0.0492
clock inverters,102,0.00680
inverters,8,0.000346
multi-input cells,5305,0.360
flip-flops and latches,2176,0.511
well taps,2854,0.0290
repair buffers,634,0.0434
Power is estimated from default activity; no workload was simulated.
